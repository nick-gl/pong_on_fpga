===== design.v =====
module BaudRateGenerator #(
    parameter CLOCK_RATE         = 12_000_000,  
    parameter BAUD_RATE          = 9600
)(
    input wire clk,    
    output reg txClk   
);
localparam TX_ACC_MAX   = CLOCK_RATE / (2 * BAUD_RATE);
localparam TX_ACC_WIDTH = $clog2(TX_ACC_MAX);
reg [TX_ACC_WIDTH-1:0] tx_counter = 0;
initial begin
    txClk = 1'b0;
end
always @(posedge clk) begin
    if (tx_counter == TX_ACC_MAX[TX_ACC_WIDTH-1:0]) begin
        tx_counter <= 0;
        txClk      <= ~txClk;
    end else begin
        tx_counter <= tx_counter + 1'b1;
    end
end
endmodule
`timescale 1ns / 1ps
module ball (
    input              clk,
    input              reset,
    input      [3:0]   angle,        
    input      [3:0]   ball_radius,   
    input              flip_x,
    input              flip_y,
    output     [5:0]   ball_x,
    output     [5:0]   ball_y
);
    reg [9:0] ball_x_fp;
    reg [9:0] ball_y_fp;
    reg signed [7:0] vx;
    reg signed [7:0] vy;
    always @(posedge clk) begin
            case (angle)
            4'd0:  begin vx =  16; vy =   0; end  
            4'd1:  begin vx =  15; vy =   6; end  
            4'd2:  begin vx =  14; vy =   8; end  
            4'd3:  begin vx =  11; vy =  11; end  
            4'd4:  begin vx =   8; vy =  14; end  
            4'd5:  begin vx =   6; vy =  15; end  
            4'd6:  begin vx =   0; vy =  16; end  
            4'd7:  begin vx =  -6; vy =  15; end
            4'd8:  begin vx =  -8; vy =  14; end
            4'd9:  begin vx = -11; vy =  11; end
            4'd10: begin vx = -14; vy =   8; end
            4'd11: begin vx = -15; vy =   6; end
            4'd12: begin vx = -16; vy =   0; end
            4'd13: begin vx = -15; vy =  -6; end
            4'd14: begin vx = -14; vy =  -8; end
            4'd15: begin vx = -11; vy = -11; end
            default: begin vx = 0; vy = 0; end
        endcase
        if (reset) begin
            ball_x_fp <= 10'd32 << 4; 
            ball_y_fp <= 10'd32 << 4;
        end else begin
            ball_x_fp <= ball_x_fp + vx;
            ball_y_fp <= ball_y_fp + vy;
            if (ball_x <= ball_radius)
                vx <= -vx;
            else if (ball_x >= (6'd63 - ball_radius))
                vx <= -vx;
            if (ball_y <= ball_radius)
                vy <= -vy;
            else if (ball_y >= (6'd63 - ball_radius))
                vy <= -vy;
            if(flip_x)
                 vx <= -vx;
            if (flip_y)
                vy <= -vy;
        end
    end
    assign ball_x = ball_x_fp[9:4];
    assign ball_y = ball_y_fp[9:4];
endmodule
`timescale 1ns / 1ps
module paddle(
    input up,
    input down,
    input rst,
    input clk,
    output reg [3:0] pos
    );
    always @(posedge clk or posedge rst) begin
        if (rst) pos = 4'd8;
        else if (up) pos = pos + 1;
        else if (down) pos = pos -1;
    end 
endmodule
`timescale 1ns / 1ps
module top #(
    parameter CLOCK_RATE = 12_000_000,
    parameter BAUD_RATE = 9600,
    parameter TURBO_FRAMES = 0
    )(
    input         clk,   
    input         rst,
    input  [3:0]  ball_radius,    
    input         up_right,       
    input         down_right,
    input         up_left,
    input         down_left,
    output        tx              
);
    reg        txStart = 1'b1;
    reg  [7:0] txData;
    wire      txBusy;
    wire       txDone;
    Uart8 #(
        .CLOCK_RATE(12_000_000),
        .BAUD_RATE(9600)
    ) uart_inst (
        .clk(clk),
         .txEn(1'b1),
        .txStart(txStart),
        .in(txData),
        .txBusy(txBusy),
        .txDone(txDone),
        .tx(tx)
    );
    reg [3:0] angle;
    reg [3:0]  score_left, score_right;
    wire [3:0] pos_left, pos_right;
    wire [5:0] ball_x, ball_y;
    paddle pong_l (
        .clk(clk), .rst(rst),
        .up(up_left), .down(down_left),
        .pos(pos_left)
    );
    paddle pong_r (
        .clk(clk), .rst(rst),
        .up(up_right), .down(down_right),
        .pos(pos_right)
    );
    wire flip_x = (ball_x <= ball_radius) || 
                  (ball_x >= 63 - ball_radius) || 
                  (ball_x == 2 + ball_radius && ball_y >= pos_left && ball_y <= pos_left + 4) || 
                  (ball_x == 61 - ball_radius && ball_y >= pos_right && ball_y <= pos_right + 4);
    wire flip_y = (ball_y <= ball_radius) || 
                  (ball_y >= 63 - ball_radius);
    ball ball_in_game (
        .clk(clk), .reset(rst), 
        .angle(angle), .ball_radius(ball_radius),
        .flip_x(flip_x), .flip_y(flip_y),
        .ball_x(ball_x), .ball_y(ball_y)
    );
    always @(posedge clk or posedge rst) begin
        if (rst) begin
            score_left  <= 4'd0;
            score_right <= 4'd0;
        end else begin
            if (ball_x <= 0)  score_right <= score_right + 1;
            if (ball_x >= 63) score_left  <= score_left + 1;
        end
    end
   reg [3:0] tx_state;
localparam
    TX_IDLE  = 0,
    TX_SL    = 1,
    TX_SR    = 2,
    TX_PL    = 3,
    TX_PR    = 4,
    TX_BX    = 5,
    TX_BY    = 6,
    TX_BR    = 7,
    TX_FTR   = 8;
always @(posedge clk) begin
    txStart <= 1'b0;
    if (!txBusy) begin
        case (tx_state)
            TX_IDLE: begin
                txData <= 8'hAA;
                txStart  <= 1'b1;
                tx_state <= TX_SL;
            end
            TX_SL: begin
                txData   <= {4'b0000, score_left};
                txStart  <= 1'b1;
                tx_state <= TX_SR;
            end
            TX_SR: begin
                txData   <= {4'b0000, score_right};
                txStart  <= 1'b1;
                tx_state <= TX_PL;
            end
            TX_PL: begin
                txData   <= {4'b0000, pos_left};
                txStart  <= 1'b1;
                tx_state <= TX_PR;
            end
            TX_PR: begin
                txData   <= {4'b0000, pos_right};
                txStart  <= 1'b1;
                tx_state <= TX_BX;
            end
            TX_BX: begin
                txData   <= {2'b00, ball_x};
                txStart  <= 1'b1;
                tx_state <= TX_BY;
            end
            TX_BY: begin
                txData   <= {2'b00, ball_y};
                txStart  <= 1'b1;
                tx_state <= TX_BR;
            end
            TX_BR: begin
                txData   <= {4'b0000, ball_radius};
                txStart  <= 1'b1;
                tx_state <= TX_FTR;
            end
            TX_FTR: begin
                txData   <= 8'h55;
                txStart  <= 1'b1;
                tx_state <= TX_IDLE;
            end
        endcase
    end
end
endmodule
`timescale 1ns / 1ps
module Uart8 #(
    parameter CLOCK_RATE   = 12_000_000,  
    parameter BAUD_RATE    = 9600,
    parameter TURBO_FRAMES = 0        
)(
    input wire clk,  
    input wire txEn,
    input wire txStart,
    input wire [7:0] in,
    output wire txBusy,
    output wire txDone,
    output wire tx
);
wire txClk;
BaudRateGenerator #(
    .CLOCK_RATE(CLOCK_RATE),
    .BAUD_RATE(BAUD_RATE)
) generatorInst (
    .clk(clk),
    .txClk(txClk)
);
Uart8Transmitter #(
    .TURBO_FRAMES(TURBO_FRAMES)
) txInst (
    .clk(txClk),
    .en(txEn),
    .start(txStart),
    .in(in),
    .busy(txBusy),
    .done(txDone),
    .out(tx)
);
endmodule
`timescale 1ns / 1ps
module Uart8Transmitter #(
    parameter TURBO_FRAMES = 0
)(
    input wire clk,       
    input wire en,
    input wire start,     
    input wire [7:0] in,  
    output reg busy,      
    output reg done,      
    output reg out        
);
reg [2:0] state     = 3'b000;
reg [7:0] in_data   = 8'b0;  
reg [2:0] bit_index = 3'b0;  
always @(posedge clk) begin
    case (state)
        3'b000: begin
            out       <= 1'b1;
            busy      <= 1'b0;
            done      <= 1'b0;
            bit_index <= 3'd0;
            state     <= en ? 3'b001 : 3'b000;
        end
        3'b001: begin
            done <= 1'b0;
            if (start && en) begin
                in_data <= in;
                state   <= 3'b010;
            end
        end
        3'b010: begin
            out       <= 1'b0;
            busy      <= 1'b1;
            bit_index <= 3'd0;
            state     <= 3'b011;
        end
        3'b011: begin
            out <= in_data[0];
            in_data <= {1'b0, in_data[7:1]};
            if (bit_index == 3'd7)
                state <= 3'b100;
            else
                bit_index <= bit_index + 1'b1;
        end
        3'b100: begin
            out  <= 1'b1;
            busy <= 1'b0;
            done <= 1'b1;
            state <= 3'b001;
        end
    endcase
end
endmodule

===== run.sh =====
#!/bin/bash
# OpenROAD 26Q1-2900-gdf79404cd8, Yosys 0.63+post, stock flow scripts
make -C /OpenROAD-flow-scripts/flow DESIGN_CONFIG=/design/flow/config.mk WORK_HOME=/design/flow/orfs finish

===== config.mk =====
export PLATFORM = sky130hd
export DESIGN_NAME = top
export DESIGN_NICKNAME = top
export VERILOG_FILES = /design/flow/design.v
export SDC_FILE = /design/flow/constraint.sdc
export NUM_CORES = 4
export LEC_CHECK = 1
export CORE_UTILIZATION = 50

===== constraint.sdc =====
current_design top

set clk_period 3.3
set clk_io_pct 0.2

create_clock -name clk0 -period $clk_period [get_ports {clk}]

set non_clock_inputs [all_inputs -no_clocks]
set_input_delay [expr $clk_period * $clk_io_pct] -clock clk0 $non_clock_inputs
set_output_delay [expr $clk_period * $clk_io_pct] -clock clk0 [all_outputs]

==> results.tsv <==
metric	value	unit
Fillers	472	
slew margin rel.	57.0	%
Placer Congestion	0.828	
simple share	14.4	%
leak pwr	1.23	nW
CP delay by family, top	buffers and inverters	
post-CTS sizing	0	
Post-Synth Adder-Cell Area	6.54	%
DP Area	3090	um2
Data required, critical path	3.54	ns
routed vias	1710	
gr ovfl total	0	
clk buf depth	2	
CP endpoint kind	register	
Largest cells by area	edfxtp_1, dfrtp_1, dfxtp_1	
share of post-route cells with drive strength above 1	8.05	%
number of enable flip-flop cells	34	
Inserted Diodes	0	
Final min period	2.07	ns
Final Max Tran Viols	0	
Most common reg cell	edfxtp_1	
Final Instance Area	3190	um2
first-pass GRT wire length	7800	um
syn_area_per_cell	11.9	um2
WL/cell	13.1	um
mux share of post-synthesis cell area	2.93	%
Clock H-tree levels	2	
Die W	78.3	um
clk_skew	0.0121	ns
Total Routing Usage GR	17.0	%
core area	5540	um2
Startpoint Class	primary input	
fmax	482	MHz
clock latency (worst-skew pair)	0.30	ns
RSZ-0062 raised after global routing	false	
YS chip area	2910	um2
peak supply drop	0.000360	V
Power Total	1.35	mW
die area	6120	um2
area leader, netlist	edfxtp_1	
dominant kind of combinational cell	simple AND/OR/NAND/NOR gates	
mapped cell area	2910	um2
Worst path slowest cell	clkdlybuf4s50_1	
Yosys top cell by instances	nand2_1	
Largest stage delay, worst path	0.52	ns
CP Max Fanout	4	
Synth top cells by count	nand2_1, edfxtp_1, nor2_1, dfxtp_1, xnor2_1	
Num CTS Buffers	5	
synth unique cells	37	
Worst-path clk slew	0.10	ns
initial antenna violation count	0	
DR vias/cell	5.14	
yosys stat cell total	245	
status	finished clean	
port bufs	10	
FP Core Util	52.5	%
final hold vios	0	
First-pass DRT Iterations	5	
root buffer cell	clkbuf_8	
Layout Area Growth over Synthesis	9.64	%
Synth flops	67	
OpenROAD warnings	27	
Fin Hold WS	0.461	ns
Buf/Inv on CP	2	
crit path kind	in2reg	
post-detailed-routing wire length	4370	um
DRT iter0 DRCs	77	
Pwr Density	423	nW/um2
endpoints left unconstrained	42	
# setup viols final	0	
FF+latch area	1760	um2
Syn. warnings	9	
xor/xnor share	6.02	%
Core Rows	27	
data arrival time of the critical path	2.31	ns
count of unclocked register or latch pins	16	
Syn Inst Count	245	
max-cap violations	0	
Synth Area in Compound Gates	7.36	%
setup tns final	0	ns
hold buffer count at CTS	0	
die height	78.3	um
worst slew pin tran	0.642	ns
register share after synthesis	60.7	%
Top-area cell share	35.1	%
drc violations	0	
HPWL after DPL	3140	um
CTS tree	built	
Final Util	57.5	%
FFs w/ async S/R, synth	23.9	%
Comb area	1080	um2
IO Pins	11	
CP cell instances	clkdlybuf4s50_1 > inv_1 > ha_1 > a21o_1 > a21oi_1 > mux2i_1 > xnor2_1	
post-route ant nets	0	
largest net degree at the start of global routing	18	
Hold Crit Class	reg2reg	
number of global-route vias before repair	1672	
Tcrit/Tclk final	62.9	%
postcts setup bufs	0	
==> stage by stage <==
step / setup WS [ns] / std cells
floorplan: 1.55 / 245
global placement: 0.936 / 325
detailed placement: 0.919 / 325
CTS: 1.23 / 333
global route: 1.10 / 333
finish: 1.23 / 333
==> placed cells by master (no fill, tap or decap), types with 2 or more instances in the layout <==
cell / instances
mux2i_1: 4
o21ai_0: 4
xnor2_1: 15
clkdlybuf4s50_1: 10
nor4_1: 3
mux2_2: 4
a222oi_1: 2
clkbuf_8: 5
edfxtp_1: 34
a22oi_1: 8
a21oi_1: 10
xor2_1: 5
clkinv_4: 2
nor3b_1: 2
nor2b_1: 3
nand2_1: 35
nor2_1: 18
dfstp_2: 2
nand4_1: 4
a21o_1: 5
and2_1: 4
ha_1: 12
nand3_1: 10
nor2_2: 2
dfxtp_1: 17
buf_4: 2
fa_1: 2
inv_1: 11
dfrtp_1: 14
o21bai_1: 2
==> metal layers <==
layer / wire, um / share of wire [%] / GRT usage [%]
met4: 59 / 1.3 / 1.85
met3: 157 / 3.6 / 3.78
met5: 0 / 0 / 0
met1: 2340 / 54 / 30.9
met2: 1810 / 41 / 23.6
==> kinds of logic after synthesis <==
family	count (synthesis)
compound gates	33
xor+xnor	20
fa+ha+maj	14
buf+inv	15
flops	67
mux	8
simple gates	88
==> final timing paths <==
path / from / end / slack, ns / cells after the start
worst min-delay path: register / register / 0.46 / 0
worst max-delay path: up_right / pong_r.pos[3] / 1.23 / 7
min in group asynchronous: rst / score_right[1] / 0.82 / 3
worst max register to register: register / txData[6] / 1.56 / 4
worst min register to register: register / register / 0.46 / 0
max in group asynchronous: rst / pong_l.pos[3] / 2.23 / 3
==> layout make-up <==
| cell class | instances | share of cell area [%] |
|---|---|---|
| repair buffers | 12 | 3.61 |
| well taps | 72 | 2.83 |
| flip-flops and latches | 67 | 55.3 |
| clock inverters | 3 | 0.785 |
| multi-input cells | 163 | 34.0 |
| clock buffers | 5 | 2.16 |
| inverters | 11 | 1.30 |
==> power breakdown <==
group / switching [mW] / internal (mW) / total [mW] / leakage, nW
clock network: 0.209 / 0.152 / 0.361 / 0.0443
registers: 0.0658 / 0.714 / 0.780 / 0.697
logic: 0.0811 / 0.125 / 0.206 / 0.492
total: 0.356 / 0.991 / 1.35 / 1.23
Power is estimated from default activity; no workload was simulated.
