==> design/flow/design.v <==
`timescale 1ns / 1ps
module debounce(
    input clk,
    input rst,
    input button_in,
    output reg button_out
);
    reg [15:0] counter;
    reg button_sync;
    always @(posedge clk or posedge rst) begin
        if (rst) begin
            counter <= 0;
            button_out <= 0;
            button_sync <= 0;
        end else begin
            button_sync <= button_in;
            if (button_sync) begin
                if (counter < 16'hFFFF) counter <= counter + 1;
                if (counter == 16'hFFFF) button_out <= 1;
            end else begin
                counter <= 0;
                button_out <= 0;
            end
        end
    end
endmodule
==> design/flow/run.sh <==
#!/bin/bash
# OpenROAD 26Q1-2900-gdf79404cd8, Yosys 0.63+post, stock flow scripts
make -C /OpenROAD-flow-scripts/flow DESIGN_CONFIG=/design/flow/config.mk WORK_HOME=/design/flow/orfs finish
==> design/flow/config.mk <==
export PLATFORM = sky130hd
export DESIGN_NAME = debounce
export DESIGN_NICKNAME = debounce
export VERILOG_FILES = /design/flow/design.v
export SDC_FILE = /design/flow/constraint.sdc
export NUM_CORES = 4
export LEC_CHECK = 1
export CORE_AREA = 10 10 81 81
export DIE_AREA = 0 0 91 91
==> design/flow/constraint.sdc <==
current_design debounce

set clk_period 3.2
set clk_io_pct 0.2

create_clock -name clk0 -period $clk_period [get_ports {clk}]

set non_clock_inputs [all_inputs -no_clocks]
set_input_delay [expr $clk_period * $clk_io_pct] -clock clk0 $non_clock_inputs
set_output_delay [expr $clk_period * $clk_io_pct] -clock clk0 [all_outputs]
==> impl_metrics.tcl <==
# flow metrics
set metrics [dict create \
    outcome "completed" \
    finalWirelength_um 1790 \
    start_kind "flop" \
    yosys_area_um2 931 \
    timing_hold_violations_final 0 \
    layout.area.comb_um2 453 \
    path_buffers 0 \
    io_pins 4 \
    fin_hold_ws_ns 0.494 \
    antenna_found_initial 0 \
    post_synth_num_cell_types 36 \
    fp.dieW_um 91 \
    post_cts_resized 0 \
    async_flop_share 1.00 \
    grt_setup_unrepaired "false" \
    post_synth.cell_area_avg_um2 9.90 \
    total_antenna_diodes_in_the_routed_design 0 \
    grt_overflow_total 0 \
    routed_via_density 4.55 \
    post-route-drc-count 0 \
    clk-insertion-delay-late_ns 0.25 \
    synth_area_um2 931 \
    power_leakage_nw 0.430 \
    post_cts.repair.setup_buffers 0 \
    clock_sink_count 18 \
    synth_seq_share 0.484 \
    drv_slew 0 \
    fin_worst_skew_ns 0.00293 \
    io_buffer_count 3 \
    placeableCoreArea_um2 4820 \
    fp-row-count 25 \
    maxCapViolations 0 \
    totalNegativeSetupSlack_ns 0 \
    fmax_ghz 0.534 \
    drive_gt1_frac 0.111 \
    grt_first_pass_wirelength_um 3180 \
    postSynthRegisterBits 18 \
    drt-wirelength-per-cell_um 10.8 \
    cts-htree-levels 1 \
    vdd_ir_drop_max_mv 0.290 \
    layout_top_cell "sky130_fd_sc_hd__dfrtp_1" \
    clock_path_buffers 2 \
    via_count 755 \
    fp.dieArea_um2 8280 \
    initial_utilization 0.193 \
    period_used_share 0.585 \
    cts-buffers-inserted 3 \
    tritoncts "yes" \
    yosys_warnings 1 \
    worstSetupEndpointType "flop" \
    setup_violations 0 \
    nFillCells 539 \
    drt_pass1_iterations 4 \
    worst_path_cell_chain "ha_1, nand4_4, or4_1, xnor2_1, nor2_1" \
    power_density_nw_per_um2 396 \
    critical_path_required_ns 3.32 \
    area.sequential_um2 450 \
    cp_top_family "simple AND/OR/NAND/NOR gates" \
    violation_count_after_the_first_detailed_routing_iteration 17 \
    drtAntennaViolNets 0 \
    edf_count 0 \
    warnings 25 \
    critical_path.max_stage_delay_ns 0.65 \
    fp.dieH_um 91 \
    cts.root.buffer_cell "sky130_fd_sc_hd__clkbuf_8" \
    slew_headroom 0.556 \
    hpwlAfterDp_um 1230 \
    growth_of_design_area_from_synthesis_to_finish_pct 17.2 \
    tightestPinTransition_ns 0.665 \
    clkTransAtPathRegs_ns 0.06 \
    critPathMaxFanout 7 \
    synthFlopType "sky130_fd_sc_hd__dfrtp_1" \
    yosys_cell_count 94 \
    globalplace.congestion 0.859 \
    grtUsageTotal 0.0430 \
    post_cts_hold_buffers 0 \
    crit_slowest_cell "sky130_fd_sc_hd__or4_1" \
    worst-setup-path-type "flop to flop" \
    worstPathArrival_ns 1.99 \
    min_period_ns 1.87 \
    post_synthesis_cells 94 \
    layout_top_cells "18 x sky130_fd_sc_hd__dfrtp_1, 7 x sky130_fd_sc_hd__nor2_1, 7 x sky130_fd_sc_hd__o21ai_0" \
    grt_max_degree 19 \
    grt_pass1_vias 710 \
    hold_class "flop to flop" \
]
[synthesized netlist by cell type (all sizes together) (3+ instances only)]
cell,instances,area share
o21ai,7,0.038
nand3,5,0.027
inv,5,0.020
nand4,5,0.050
a21oi,5,0.027
or3,3,0.022
nand2,5,0.020
a211oi,4,0.032
a31oi,3,0.020
nor2,7,0.028
dfrtp,18,0.48
and3,3,0.022
nor3,3,0.016
and4,3,0.031
[cells by family (layout without fill, tap and decap cells)]
group | after synthesis | in the layout | synth area share
flip-flops | 18 | 18 | 0.484
AND-OR/OR-AND | 25 | 25 | 0.171
XOR/XNOR | 2 | 2 | 0.0188
AND/OR/NAND/NOR | 41 | 41 | 0.284
buffers and inverters | 7 | 12 | 0.0296
adder cells (fa/ha/maj) | 1 | 1 | 0.0134
[stage by stage]
stage                     setup WS, ns  instance area [µm²]   util  power [mW]  instances
after floorplan                   1.46                  931      -       0.250         94
after global routing              1.19                 1090  0.226       0.452        166
after detailed placement          1.33                 1040  0.215       0.256        162
final                             1.33                 1090  0.226       0.432        166
after global placement            1.36                 1040  0.215       0.256        162
after CTS                         1.31                 1090  0.226       0.438        166
[cell type report]
| cell class | instances | area share |
|---|---|---|
| inverters | 5 | 0.0172 |
| repair buffers | 3 | 0.0275 |
| multi-input cells | 69 | 0.415 |
| clock buffers | 4 | 0.0505 |
| well taps | 67 | 0.0768 |
| flip-flops and latches | 18 | 0.413 |
[registers in the layout, summed over array words and instances (netlist names)]
| register | cells |
|---|---|
| counter | 16 |
| button_out | 1 |
| button_sync | 1 |
[per-layer routing]
| metal | vias to the layer above | GRT usage | routed length, µm |
|---|---|---|---|
| li1 | 373 | - | - |
| met1 | 368 | 0.0617 | 894 |
| met2 | 12 | 0.0668 | 827 |
| met3 | 2 | 0.00664 | 43 |
| met4 | 0 | 0.0104 | 23 |
| met5 | - | 0 | 0 |
[path summary, 6_finish.rpt]
path,startpoint,end,slack [ns],cells past startpoint
max,counter[0],counter[0],1.33,5
min,button_out,button_out,0.49,2
max reg2reg,counter[0],counter[0],1.33,5
min reg2reg,button_out,button_out,0.49,2
max in group asynchronous,rst,counter[8],1.99,2
min in group asynchronous,rst,counter[15],0.78,2
[worst min-delay path, stage by stage, from the launching register on]
cell and delay (ns):
sky130_fd_sc_hd__dfrtp_1 0.34, sky130_fd_sc_hd__nor2_1 0.05, sky130_fd_sc_hd__nor2_1 0.07
[power by group]
group          internal (mW)  switching, mW  total (mW)
combinational        0.00550         0.0103      0.0158
clock                  0.109         0.0716       0.181
sequential             0.231        0.00467       0.236
Power and IR drop assume default switching activity.
